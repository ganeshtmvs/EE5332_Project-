`design/flow/design.v`:
```
module block_filter (
    input clk,
    input reset,
    input [15:0] in0,
    input [15:0] in_1,
    input [15:0] in_2,
    input [15:0] in_3,
    input [15:0] in_4,
    output [15:0] out0,
    output [15:0] out_1,
    output [15:0] out_2,
    output [15:0] out_3,
    output [15:0] out_4
);
    wire signed [15:0] in0;
    wire signed [15:0] in_1;
    wire signed [15:0] in_2;
    wire signed [15:0] in_3;
    wire signed [15:0] in_4;
    reg signed [15:0] in_5;
    reg signed [15:0] in_6;
    reg signed [15:0] in_7;
    reg signed [15:0] in_8;
    wire signed [15:0] out0;
    wire signed [15:0] out_1;
    wire signed [15:0] out_2;
    wire signed [15:0] out_3;
    wire signed [15:0] out_4;
    wire signed [31:0] in0times_21;
    wire signed [31:0] in0times220;
    wire signed [31:0] in0times469;
    wire signed [31:0] in0times143;
    wire signed [31:0] in_1times_21;
    wire signed [31:0] in_1times220;
    wire signed [31:0] in_1times469;
    wire signed [31:0] in_1times143;
    wire signed [31:0] in_1times8;
    wire signed [31:0] in_1times302;
    wire signed [31:0] in_1times437;
    wire signed [31:0] in_1times79;
    wire signed [31:0] in_2times_21;
    wire signed [31:0] in_2times220;
    wire signed [31:0] in_2times469;
    wire signed [31:0] in_2times143;
    wire signed [31:0] in_2times8;
    wire signed [31:0] in_2times302;
    wire signed [31:0] in_2times437;
    wire signed [31:0] in_2times79;
    wire signed [31:0] in_2times34;
    wire signed [31:0] in_2times378;
    wire signed [31:0] in_3times_21;
    wire signed [31:0] in_3times220;
    wire signed [31:0] in_3times469;
    wire signed [31:0] in_3times143;
    wire signed [31:0] in_3times8;
    wire signed [31:0] in_3times302;
    wire signed [31:0] in_3times437;
    wire signed [31:0] in_3times79;
    wire signed [31:0] in_3times34;
    wire signed [31:0] in_3times378;
    wire signed [31:0] in_4times_21;
    wire signed [31:0] in_4times220;
    wire signed [31:0] in_4times469;
    wire signed [31:0] in_4times143;
    wire signed [31:0] in_4times8;
    wire signed [31:0] in_4times302;
    wire signed [31:0] in_4times437;
    wire signed [31:0] in_4times79;
    wire signed [31:0] in_4times34;
    wire signed [31:0] in_4times378;
    wire signed [31:0] in_5times_21;
    wire signed [31:0] in_5times220;
    wire signed [31:0] in_5times469;
    wire signed [31:0] in_5times143;
    wire signed [31:0] in_5times8;
    wire signed [31:0] in_5times302;
    wire signed [31:0] in_5times437;
    wire signed [31:0] in_5times79;
    wire signed [31:0] in_5times34;
    wire signed [31:0] in_5times378;
    wire signed [31:0] in_6times_21;
    wire signed [31:0] in_6times220;
    wire signed [31:0] in_6times469;
    wire signed [31:0] in_6times143;
    wire signed [31:0] in_6times8;
    wire signed [31:0] in_6times302;
    wire signed [31:0] in_6times437;
    wire signed [31:0] in_6times79;
    wire signed [31:0] in_6times34;
    wire signed [31:0] in_6times378;
    wire signed [31:0] in_7times_21;
    wire signed [31:0] in_7times220;
    wire signed [31:0] in_7times469;
    wire signed [31:0] in_7times143;
    wire signed [31:0] in_7times8;
    wire signed [31:0] in_7times302;
    wire signed [31:0] in_7times437;
    wire signed [31:0] in_7times79;
    wire signed [31:0] in_8times_21;
    wire signed [31:0] in_8times220;
    wire signed [31:0] in_8times469;
    wire signed [31:0] in_8times143;
    wire signed [31:0] r0[0:4];
    wire signed [31:0] r1[0:4];
    wire signed [31:0] r2[0:4];
    wire signed [31:0] r3[0:4];
    reg signed [31:0] r3r2[0:4];
    reg signed [31:0] r2r1[0:4];
    reg signed [31:0] r1r0[0:4];
    always @(posedge clk) begin
        if(reset) begin
            in_5 <= 0;
            in_6 <= 0;
            in_7 <= 0;
            in_8 <= 0;
            r3r2[0] <= 0;
            r3r2[1] <= 0;
            r3r2[2] <= 0;
            r3r2[3] <= 0;
            r3r2[4] <= 0;
            r2r1[0] <= 0;
            r2r1[1] <= 0;
            r2r1[2] <= 0;
            r2r1[3] <= 0;
            r2r1[4] <= 0;
            r1r0[0] <= 0;
            r1r0[1] <= 0;
            r1r0[2] <= 0;
            r1r0[3] <= 0;
            r1r0[4] <= 0;
        end
        else begin
            in_5 <= in0;
            in_6 <= in_1;
            in_7 <= in_2;
            in_8 <= in_3;
            r3r2[0] <= r3[0];
            r3r2[1] <= r3[1];
            r3r2[2] <= r3[2];
            r3r2[3] <= r3[3];
            r3r2[4] <= r3[4];
            r2r1[0] <= r3r2[0] + r2[0];
            r2r1[1] <= r3r2[1] + r2[1];
            r2r1[2] <= r3r2[2] + r2[2];
            r2r1[3] <= r3r2[3] + r2[3];
            r2r1[4] <= r3r2[4] + r2[4];
            r1r0[0] <= r2r1[0] + r1[0];
            r1r0[1] <= r2r1[1] + r1[1];
            r1r0[2] <= r2r1[2] + r1[2];
            r1r0[3] <= r2r1[3] + r1[3];
            r1r0[4] <= r2r1[4] + r1[4];
        end
    end
    MCM4 in0MCM (
        .in({{16{in0[15]}}, in0}),
        .times_21(in0times_21),
        .times220(in0times220),
        .times469(in0times469),
        .times143(in0times143)
    );
    MCM8 in_1MCM (
        .in({{16{in_1[15]}}, in_1}),
        .times_21(in_1times_21),
        .times220(in_1times220),
        .times469(in_1times469),
        .times143(in_1times143),
        .times8(in_1times8),
        .times302(in_1times302),
        .times437(in_1times437),
        .times79(in_1times79)
    );
    MCM10 in_2MCM (
        .in({{16{in_2[15]}}, in_2}),
        .times_21(in_2times_21),
        .times220(in_2times220),
        .times469(in_2times469),
        .times143(in_2times143),
        .times8(in_2times8),
        .times302(in_2times302),
        .times437(in_2times437),
        .times79(in_2times79),
        .times34(in_2times34),
        .times378(in_2times378)
    );
    MCM10 in_3MCM (
        .in({{16{in_3[15]}}, in_3}),
        .times_21(in_3times_21),
        .times220(in_3times220),
        .times469(in_3times469),
        .times143(in_3times143),
        .times8(in_3times8),
        .times302(in_3times302),
        .times437(in_3times437),
        .times79(in_3times79),
        .times34(in_3times34),
        .times378(in_3times378)
    );
    MCM10 in_4MCM (
        .in({{16{in_4[15]}}, in_4}),
        .times_21(in_4times_21),
        .times220(in_4times220),
        .times469(in_4times469),
        .times143(in_4times143),
        .times8(in_4times8),
        .times302(in_4times302),
        .times437(in_4times437),
        .times79(in_4times79),
        .times34(in_4times34),
        .times378(in_4times378)
    );
    MCM10 in_5MCM (
        .in({{16{in_5[15]}}, in_5}),
        .times_21(in_5times_21),
        .times220(in_5times220),
        .times469(in_5times469),
        .times143(in_5times143),
        .times8(in_5times8),
        .times302(in_5times302),
        .times437(in_5times437),
        .times79(in_5times79),
        .times34(in_5times34),
        .times378(in_5times378)
    );
    MCM10 in_6MCM (
        .in({{16{in_6[15]}}, in_6}),
        .times_21(in_6times_21),
        .times220(in_6times220),
        .times469(in_6times469),
        .times143(in_6times143),
        .times8(in_6times8),
        .times302(in_6times302),
        .times437(in_6times437),
        .times79(in_6times79),
        .times34(in_6times34),
        .times378(in_6times378)
    );
    MCM8 in_7MCM (
        .in({{16{in_7[15]}}, in_7}),
        .times_21(in_7times_21),
        .times220(in_7times220),
        .times469(in_7times469),
        .times143(in_7times143),
        .times8(in_7times8),
        .times302(in_7times302),
        .times437(in_7times437),
        .times79(in_7times79)
    );
    MCM4 in_8MCM (
        .in({{16{in_8[15]}}, in_8}),
        .times_21(in_8times_21),
        .times220(in_8times220),
        .times469(in_8times469),
        .times143(in_8times143)
    );
    adderTree5 r00 (
        .in1(in0times_21),
        .in2(in_1times8),
        .in3(in_2times34),
        .in4(in_3times79),
        .in5(in_4times143),
        .out(r0[0])
    );
    adderTree5 r01 (
        .in1(in_1times_21),
        .in2(in_2times8),
        .in3(in_3times34),
        .in4(in_4times79),
        .in5(in_5times143),
        .out(r0[1])
    );
    adderTree5 r02 (
        .in1(in_2times_21),
        .in2(in_3times8),
        .in3(in_4times34),
        .in4(in_5times79),
        .in5(in_6times143),
        .out(r0[2])
    );
    adderTree5 r03 (
        .in1(in_3times_21),
        .in2(in_4times8),
        .in3(in_5times34),
        .in4(in_6times79),
        .in5(in_7times143),
        .out(r0[3])
    );
    adderTree5 r04 (
        .in1(in_4times_21),
        .in2(in_5times8),
        .in3(in_6times34),
        .in4(in_7times79),
        .in5(in_8times143),
        .out(r0[4])
    );
    adderTree5 r10 (
        .in1(in0times220),
        .in2(in_1times302),
        .in3(in_2times378),
        .in4(in_3times437),
        .in5(in_4times469),
        .out(r1[0])
    );
    adderTree5 r11 (
        .in1(in_1times220),
        .in2(in_2times302),
        .in3(in_3times378),
        .in4(in_4times437),
        .in5(in_5times469),
        .out(r1[1])
    );
    adderTree5 r12 (
        .in1(in_2times220),
        .in2(in_3times302),
        .in3(in_4times378),
        .in4(in_5times437),
        .in5(in_6times469),
        .out(r1[2])
    );
    adderTree5 r13 (
        .in1(in_3times220),
        .in2(in_4times302),
        .in3(in_5times378),
        .in4(in_6times437),
        .in5(in_7times469),
        .out(r1[3])
    );
    adderTree5 r14 (
        .in1(in_4times220),
        .in2(in_5times302),
        .in3(in_6times378),
        .in4(in_7times437),
        .in5(in_8times469),
        .out(r1[4])
    );
    adderTree5 r20 (
        .in1(in_4times220),
        .in2(in_3times302),
        .in3(in_2times378),
        .in4(in_1times437),
        .in5(in0times469),
        .out(r2[0])
    );
    adderTree5 r21 (
        .in1(in_5times220),
        .in2(in_4times302),
        .in3(in_3times378),
        .in4(in_2times437),
        .in5(in_1times469),
        .out(r2[1])
    );
    adderTree5 r22 (
        .in1(in_6times220),
        .in2(in_5times302),
        .in3(in_4times378),
        .in4(in_3times437),
        .in5(in_2times469),
        .out(r2[2])
    );
    adderTree5 r23 (
        .in1(in_7times220),
        .in2(in_6times302),
        .in3(in_5times378),
        .in4(in_4times437),
        .in5(in_3times469),
        .out(r2[3])
    );
    adderTree5 r24 (
        .in1(in_8times220),
        .in2(in_7times302),
        .in3(in_6times378),
        .in4(in_5times437),
        .in5(in_4times469),
        .out(r2[4])
    );
    adderTree5 r30 (
        .in1(in_4times_21),
        .in2(in_3times8),
        .in3(in_2times34),
        .in4(in_1times79),
        .in5(in0times143),
        .out(r3[0])
    );
    adderTree5 r31 (
        .in1(in_5times_21),
        .in2(in_4times8),
        .in3(in_3times34),
        .in4(in_2times79),
        .in5(in_1times143),
        .out(r3[1])
    );
    adderTree5 r32 (
        .in1(in_6times_21),
        .in2(in_5times8),
        .in3(in_4times34),
        .in4(in_3times79),
        .in5(in_2times143),
        .out(r3[2])
    );
    adderTree5 r33 (
        .in1(in_7times_21),
        .in2(in_6times8),
        .in3(in_5times34),
        .in4(in_4times79),
        .in5(in_3times143),
        .out(r3[3])
    );
    adderTree5 r34 (
        .in1(in_8times_21),
        .in2(in_7times8),
        .in3(in_6times34),
        .in4(in_5times79),
        .in5(in_4times143),
        .out(r3[4])
    );
    assign out0 = (r1r0[0] + r0[0])>>>12;
    assign out_1 = (r1r0[1] + r0[1])>>>12;
    assign out_2 = (r1r0[2] + r0[2])>>>12;
    assign out_3 = (r1r0[3] + r0[3])>>>12;
    assign out_4 = (r1r0[4] + r0[4])>>>12;
endmodule
module MCM4 (
    input signed [31:0] in,
    output signed [31:0] times_21,
    output signed [31:0] times220,
    output signed [31:0] times469,
    output signed [31:0] times143
);
    wire signed [31:0] in;
    wire signed [31:0] times_21;
    wire signed [31:0] times220;
    wire signed [31:0] times469;
    wire signed [31:0] times143;
    wire signed [31:0] x1;
    wire signed [31:0] x2;
    assign x1 = (in<<3) - in;
    assign x2 = (in<<2) + in;
    assign times_21 = -in -(x2<<2);
    assign times220 = -(in<<2) + (x1<<5);
    assign times469 = in + (x2<<2) + (x1<<6);
    assign times143 = -in + (in<<4) + (in<<7);
endmodule
module MCM8 (
    input [31:0] in,
    output [31:0] times_21,
    output [31:0] times220,
    output [31:0] times469,
    output [31:0] times143,
    output [31:0] times8,
    output [31:0] times302,
    output [31:0] times437,
    output [31:0] times79
);
    wire signed [31:0] in;
    wire signed [31:0] times_21;
    wire signed [31:0] times220;
    wire signed [31:0] times469;
    wire signed [31:0] times143;
    wire signed [31:0] times8;
    wire signed [31:0] times302;
    wire signed [31:0] times437;
    wire signed [31:0] times79;
    wire signed [31:0] x1;
    wire signed [31:0] x2;
    wire signed [31:0] x3;
    assign x1 = (in<<3) - in;
    assign x2 = (in<<2) + in;
    assign x3 = in + (in<<3);
    assign times_21 = -in -(x2<<2);
    assign times220 = -(in<<2) + (x1<<5);
    assign times469 = in + (x2<<2) + (x1<<6);
    assign times143 = -in + (in<<4) + (in<<7);
    assign times8 = (in<<3);
    assign times302 = (x2<<6) - (x3<<1);
    assign times437 = x2 - (x2<<4) + (in<<9);
    assign times79 = -in + (x2<<4);
endmodule
module MCM10 (
    input [31:0] in,
    output [31:0] times_21,
    output [31:0] times220,
    output [31:0] times469,
    output [31:0] times143,
    output [31:0] times8,
    output [31:0] times302,
    output [31:0] times437,
    output [31:0] times79,
    output [31:0] times34,
    output [31:0] times378
);
    wire signed [31:0] in;
    wire signed [31:0] times_21;
    wire signed [31:0] times220;
    wire signed [31:0] times469;
    wire signed [31:0] times143;
    wire signed [31:0] times8;
    wire signed [31:0] times302;
    wire signed [31:0] times437;
    wire signed [31:0] times79;
    wire signed [31:0] times34;
    wire signed [31:0] times378;
    wire signed [31:0] x1;
    wire signed [31:0] x2;
    wire signed [31:0] x3;
    wire signed [31:0] x4;
    assign x1 = (in<<3) - in;
    assign x2 = (in<<2) + in;
    assign x3 = in + (in<<3);
    assign x4 = (in<<2) - in;
    assign times_21 = -in -(x2<<2);
    assign times220 = -(in<<2) + (x1<<5);
    assign times469 = in + (x2<<2) + (x1<<6);
    assign times143 = -in + (in<<4) + (in<<7);
    assign times8 = (in<<3);
    assign times302 = (x2<<6) - (x3<<1);
    assign times437 = x2 -(x2<<4) + (in<<9);
    assign times79 = -in + (x2<<4);
    assign times34 = (in<<1) + (in<<5);
    assign times378 = (x4<<7) - (x4<<1);
endmodule
module adderTree5 (
    input [31:0] in1,
    input [31:0] in2,
    input [31:0] in3,
    input [31:0] in4,
    input [31:0] in5,
    output [31:0] out
);
    wire signed [31:0] in1;
    wire signed [31:0] in2;
    wire signed [31:0] in3;
    wire signed [31:0] in4;
    wire signed [31:0] in5;
    wire signed [31:0] out;
    wire signed [31:0] t1;
    wire signed [31:0] t2;
    wire signed [31:0] t3;
    assign t1 = in1 + in2;
    assign t2 = in3 + in4;
    assign t3 = t1 + t2;
    assign out = t3 + in5;
endmodule
```
`design/flow/run.sh`:
```
#!/bin/bash
# OpenROAD 26Q1-2900-gdf79404cd8, Yosys 0.63+post, stock flow scripts
make -C /OpenROAD-flow-scripts/flow DESIGN_CONFIG=/design/flow/config.mk WORK_HOME=/design/flow/orfs finish
```
`design/flow/config.mk`:
```
export PLATFORM = sky130hd
export DESIGN_NAME = block_filter
export DESIGN_NICKNAME = block_filter
export VERILOG_FILES = /design/flow/design.v
export SDC_FILE = /design/flow/constraint.sdc
export NUM_CORES = 4
export LEC_CHECK = 1
export CORE_UTILIZATION = 50
```
`design/flow/constraint.sdc`:
```
current_design block_filter

set clk_period 24.1
set clk_io_pct 0.2

create_clock -name clk0 -period $clk_period [get_ports {clk}]

set non_clock_inputs [all_inputs -no_clocks]
set_input_delay [expr $clk_period * $clk_io_pct] -clock clk0 $non_clock_inputs
set_output_delay [expr $clk_period * $clk_io_pct] -clock clk0 [all_outputs]
```
==> run notes <==
### Clock network
* 4 — clock tree buffer depth
* 3 — # H-tree levels
* 0 — number of buffers inserted by hold repair at cts
* 0 — number of gates resized after CTS
* 0.92 ns — insertion delay at the late pin of the worst-skew pair
* 0 — number of buffers inserted to repair setup after CTS
* yes — clock tree from TritonCTS
* sky130_fd_sc_hd__clkbuf_16 — clock tree root driver cell
* 87 — cts bufs inserted
* 0.05 ns — CTS clock-pin slew for the worst setup and hold paths
* 484 — number of sinks on the clock net

### Yosys
* 7 — Synth Warn #
* sky130_fd_sc_hd__dfxtp_1 — dominant synthesized flop cell
* 484 — flops out of synthesis
* 0% — post-synthesis async set-or-reset flop share
* sky130_fd_sc_hd__fa_1 — library cell occupying the most area in the post-synthesis netlist
* 37.5% — fraction of post-synthesis cell area in the top cell type by area
* 0 — post-synth tally of flip-flops with integrated enable
* 6.08% — register share after synthesis
* 17.7k — yosys cell count
* 108 — Unique cell types
* 17.7k — synthesized instance count
* 9.00 sq um — Syn Area/Cell
* 159,000 sq um — YS chip area
* 159,000 sq um — netlist area before placement
* sky130_fd_sc_hd__fa_1 37%, sky130_fd_sc_hd__ha_1 15%, sky130_fd_sc_hd__inv_1 10% — top cells by area
* 4,361 x sky130_fd_sc_hd__inv_1, 2,983 x sky130_fd_sc_hd__fa_1, 1,880 x sky130_fd_sc_hd__ha_1 — leading post-synthesis cells by instance count
* sky130_fd_sc_hd__inv_1 — most used standard cell by instance count after synthesis

### Placed design
* 161 — number of buffers added on ports
* 1.16 — final RePlAce weighted congestion
* 3.53 ns — pre-CTS worst setup slack
* 686 mm — Detailed Place HPWL
* 172,000 sq um — cell area after placement

### STA
* 3.04 ns — Final Worst Setup Slack
* 0 ns — total negative setup slack
* 0 — count of final setup violators
* 0.0879 ns — worst-case clock skew
* 47.5 MHz — maximum operating frequency
* no — RSZ-0062 raised after global routing
* 87.4% — final clock period utilization by the worst path
* 1.25 ns — Least-Margin Pin Slew
* 0 — Max Transition Viols Final
* 0 — final hold violations
* 21.06 ns — Min Clock Period, post-route
* 15.7% — relative slew slack

### Setup path
* sky130_fd_sc_hd__o21ai_0 — highest-delay cell along the critical path
* in_5[5] — worst reg2reg path startpoint
* 0.66 ns — Worst path max stage delay
* 16.24 ns — arrival time at the worst endpoint
* 19.28 ns — required time of the critical path
* input pin — Worst Setup Start Kind
* input pin to output pin — classification of the worst setup path
* 44 — worst-case reg-to-reg path depth
* output pin — kind of end point of the critical path
* r1r0[2][27] — reg-to-reg critical path endpoint
* 18 — Critical Path Fanout Max
* 11.06 ns — setup slack on the worst flop-to-flop path

### Route
* 0 — antenna-violating nets left
* 128k — Vias
* 34.5 um — wire length per cell after detailed routing
* 0 — DRC violations left
* 8 — number of iterations in the first detailed-routing pass
* 295 mm — detailed route wirelength on metal2
* 5.59 — ratio of routed vias to standard cells
* 10.7k — DRC marker count from the first detailed-route iteration
* 278 mm — detailed-routing wirelength on met1
* met5 — highest layer used for signal routing
* 789 mm — routed wire length
* 118 mm — met3 wire len

### Final layout
* 9.94% — relative area change from synthesis to final layout
* 6.60% — ratio of cells with drive above 1 in the final layout
* 175,000 sq um — Finished Cell Area

### Global route
* 28 — initial antenna violation count
* 128k — via count of the first global-routing pass
* 61 — pin count of the biggest net entering global routing
* 53.2% — total routing usage reported by global routing
* 0 — sum of overflow across all layers after global routing
* 1070 mm — wire length of the first global-routing pass

### Floorplan
* 567 um — vertical extent of the die
* 567 um — floorplan die width
* 316,000 sq um — Core Box Area
* 162 — Top-Level Pins
* 206 — number of rows in the core area
* 50.5% — FP Util
* 321,000 sq um — chip footprint

### Hold path
* r3r2[4][0] — hold_sp
* r2r1[4][0] — endpoint with the worst hold slack
* 2 — Hold Crit Depth
* flip-flop to flip-flop — Hold/Removal Path Class

### Flow run
* 271 — tally of OpenROAD warnings
* 0 — total of max-cap violations

### Outcome
* completed — run status

worst max path at each step:
stage	start	to	slack (ns)	depth (start not counted)
5_1_grt	in_4[4]	out_1[15]	2.85	37
4_1_cts	in_4[4]	out_4[15]	3.48	36
6_report	in_3[4]	out0[14]	3.04	37
critical path, delay by kind of cell:
kind                       cells  cell delay, ns
adders and majority gates      7            3.08
and+or+nand+nor                4            0.70
xor gates and xnor gates       3            0.76
AOI/OAI and AO/OA             15            4.70
buffers and inverters          8            2.11
per-stage QoR:
stage / hold slack (ns) / instances / util, %
floorplan: 0.536 / 17700 / -
global placement: 0.544 / 22700 / 54.5
detailed placement: 0.558 / 22700 / 54.5
CTS: 0.570 / 22800 / 55.5
global route: 0.626 / 22800 / 55.5
finish: 0.573 / 22900 / 55.5
registers in the layout (all words and copies together), names as in the netlist:
| name | flops |
|---|---|
| in_6 | 16 |
| r2r1 | 140 |
| r1r0 | 140 |
| in_8 | 16 |
| in_5 | 16 |
| r3r2 | 140 |
| in_7 | 16 |
cell families (layout without fill, tap and decap cells):
group,Yosys count,count (layout),synth area share (%)
mux,9,9,0.0589
buf+inv,4566,5525,10.8
fa+ha+maj,4866,4866,52.2
simple gates,2964,2964,8.81
xor+xnor,1810,1810,9.99
flops,484,484,6.08
other cells,0,27,0
compound gates,3014,3014,12.1
metal layers:
metal	GRT usage, %	up-vias
li1	-	57300
met1	67.7	60900
met2	64.6	7870
met3	29.9	1600
met4	47.2	47
met5	3.41	-
layout make-up:
| cell class | instances | area (sq um) |
|---|---|---|
| Fill cell | 28900 | 141000 |
| Multi-Input combinational cell | 12700 | 133000 |
| Inverter | 4378 | 16400 |
| Sequential cell | 484 | 9710 |
| Timing Repair Buffer | 993 | 7810 |
| Tap cell | 4160 | 5200 |
| Clock buffer | 112 | 2470 |
| Clock inverter | 42 | 399 |
| Antenna cell | 27 | 67.6 |
layout by cell type (no fill, tap or decap), types with 68 or more instances in the layout:
cell / instances
sky130_fd_sc_hd__inv_1: 4359
sky130_fd_sc_hd__fa_1: 2983
sky130_fd_sc_hd__ha_1: 1880
sky130_fd_sc_hd__xnor2_1: 1286
sky130_fd_sc_hd__nor2_1: 1210
sky130_fd_sc_hd__a21oi_1: 1010
sky130_fd_sc_hd__buf_4: 835
sky130_fd_sc_hd__o21ai_0: 529
sky130_fd_sc_hd__dfxtp_1: 475
sky130_fd_sc_hd__nand2_1: 447
sky130_fd_sc_hd__xor2_1: 444
sky130_fd_sc_hd__a21o_1: 324
sky130_fd_sc_hd__o21bai_1: 313
sky130_fd_sc_hd__nor3_1: 265
sky130_fd_sc_hd__nor2b_1: 215
sky130_fd_sc_hd__nand3_1: 191
sky130_fd_sc_hd__o21a_1: 184
sky130_fd_sc_hd__nand2b_1: 182
sky130_fd_sc_hd__clkdlybuf4s50_1: 148
sky130_fd_sc_hd__clkbuf_16: 88
sky130_fd_sc_hd__or3_1: 85
sky130_fd_sc_hd__a31oi_1: 81
sky130_fd_sc_hd__and3_1: 73
sky130_fd_sc_hd__a211oi_1: 69
sky130_fd_sc_hd__and2_1: 68
