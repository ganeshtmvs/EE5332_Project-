### ./design.v
`default_nettype none
module FIR_filter(OUT, IN, clk, rst);
	output wire signed [15:0] 	OUT;
	input  wire	signed [15:0] 	IN;
	input  wire	clk, rst;
	reg  signed  [31:0]	R[19:0];
    wire signed  [15:0] coeff[9:0];
    reg  signed [31:0] acc[19:0];
    integer i;
	always @(posedge clk)
		if (rst) begin  
			for(i=0;i<20;i=i+1)
            begin
                R[i] <=0 ;
            end
		end
		else begin	 
			for(i=0;i<19;i=i+1)
            begin
                R[i] <= R[i+1] ;
            end
			R[19] <= IN;
		end
    assign coeff[0] = 16'hffeb ;
    assign coeff[1] = 16'h0008;
    assign coeff[2] = 16'h0022 ;
    assign coeff[3] = 16'h004f ;
    assign coeff[4] = 16'h008f ;
    assign coeff[5] = 16'h00dc ;
    assign coeff[6] = 16'h012e ;
    assign coeff[7] = 16'h017a ;
    assign coeff[8] = 16'h01b5 ;
    assign coeff[9] = 16'h01d5 ;
	assign OUT = (R[0]*coeff[0] + R[1]*coeff[1] +R[2]*coeff[2] + R[3]*coeff[3]
     + R[4]*coeff[4] + R[5]*coeff[5] + R[6]*coeff[6] + R[7]*coeff[7]
     + R[8]*coeff[8] + R[9]*coeff[9] + R[10]*coeff[9] +R[11]*coeff[8] + R[12]*coeff[7] + 
     R[13]*coeff[6] +R[14]*coeff[5] + R[15]*coeff[4] + 
     R[16]*coeff[3] + R[17]*coeff[2] + 
    R[18]*coeff[1] + R[19]*coeff[0])>>>12;  
endmodule
### ./run.sh
#!/bin/bash
# OpenROAD 26Q1-2900-gdf79404cd8, Yosys 0.63+post, stock flow scripts
make -C /OpenROAD-flow-scripts/flow DESIGN_CONFIG=/design/flow/config.mk WORK_HOME=/design/flow/orfs finish
### ./config.mk
export PLATFORM = sky130hd
export DESIGN_NAME = FIR_filter
export DESIGN_NICKNAME = FIR_filter
export VERILOG_FILES = /design/flow/design.v
export SDC_FILE = /design/flow/constraint.sdc
export NUM_CORES = 4
export LEC_CHECK = 1
export CORE_UTILIZATION = 40
### ./constraint.sdc
current_design FIR_filter

set clk_period 22.1
set clk_io_pct 0.2

create_clock -name clk0 -period $clk_period [get_ports {clk}]

set non_clock_inputs [all_inputs -no_clocks]
set_input_delay [expr $clk_period * $clk_io_pct] -clock clk0 $non_clock_inputs
set_output_delay [expr $clk_period * $clk_io_pct] -clock clk0 [all_outputs]
==> results.sh <==
# source this file to load flow results
export IMPL_cts_buffers_inserted=47
export IMPL_ys_seq_share=0.1049
export IMPL_top_cells_by_area="fa_1, ha_1, inv_1, dfxtp_1, nor2b_1"
export IMPL_core_area_um2=151700
export IMPL_instances_no_fill=7904
export IMPL_io_pins=34
export IMPL_reg_largest_list="R: 320 flops"
export IMPL_clock_root_buffer="clkbuf_16"
export IMPL_tightestPinTransition_ns=0.9577
export IMPL_rsz0062_at_grt="no"
export IMPL_antenna_found_initial=0
export IMPL_ant_nets=0
export IMPL_groute_usage_overall=0.2272
export IMPL_power_mw=2.760
export IMPL_crit_top_cell="fa_1"
export IMPL_placed_cells=7815
export IMPL_syn_area_um2=61090
export IMPL_cp_max_fo=5
export IMPL_crit_required_ns=17.68
export IMPL_warning_count=78
export IMPL_grt_max_degree=107
export IMPL_final_layout_size_suffix_gt1_frac=0.02214
export IMPL_post_cts_resize_count=0
export IMPL_grt_met1_usage=0.2872
export IMPL_finalSetupViolCount=0
export IMPL_period_minus_slack_ns=17.24
export IMPL_vias=36590
export IMPL_syn_avg_cell_area_um2=10.58
export IMPL_chip_area_um2=154300
export IMPL_r2r_cells=3
export IMPL_grt_pass1_wl_mm=241.2
export IMPL_startpoint_type="flip-flop"
export IMPL_synth_top_area_share=0.4502
export IMPL_cp_slowest_cell="dfxtp_1"
export IMPL_place_gp_congestion=0.9852
export IMPL_io_buffers=33
export IMPL_slew_headroom=0.3566
export IMPL_worst_path_buf_inv=10
export IMPL_hold_viol_final=0
export IMPL_drt_pass1_iterations=5
export IMPL_end_kind="primary output"
export IMPL_floorplan_rows=143
export IMPL_top_cell="inv_1"
export IMPL_critPathMaxStageDelay_ns=0.68
export IMPL_yosys_stat_area_um2=61090
export IMPL_startpoint="R[0][0]"
export IMPL_maxCapViolCount=0
export IMPL_clkTransAtPathRegs_ns=0.06
export IMPL_cp_top_family="adder cells"
export IMPL_first_global_vias=41240
export IMPL_r2r_end="R[14][15]"
export IMPL_hold_buffers=0
export IMPL_htree_levels=2
export IMPL_clock_sinks=320
export IMPL_regMostFlops="R"
export IMPL_cts_buffer_depth=3
export IMPL_powerDensity_nw_per_um2=42.00
export IMPL_syn_instance_count=5776
export IMPL_endpoint="OUT[15]"
export IMPL_r2r_setup_slack_ns=20.56
export IMPL_yosysTopAreaCell="fa_1"
export IMPL_cts_tree="built"
export IMPL_die_height_um=392.8
export IMPL_finalSetupTns_ns=0
export IMPL_synth_async_reset_ratio=0
export IMPL_period_used=0.7799
export IMPL_synth_main_ff_cell="dfxtp_1"
export IMPL_fmax_ghz=0.05802
export IMPL_overflow=0
export IMPL_post_cts_buffers=0
export IMPL_busiest_layer="met2"
export IMPL_wl_per_cell_um=19.44
export IMPL_synth_flops=320
export IMPL_edf_count=0
export IMPL_holdCritPathClass="reg2reg"
export IMPL_clock_latency_ns=0.63
export IMPL_yosysCellCount=5776
export IMPL_arrival_ns=12.82
export IMPL_ys_types=71
export IMPL_r2r_start="R[15][15]"
export IMPL_via_per_inst=4.629
export IMPL_synth_top_cells_by_count="inv_1, fa_1, ha_1, dfxtp_1, nor2b_1"
export IMPL_die_x_um=392.8
export IMPL_worstSetupPathType="reg2out"
export IMPL_initial_utilization=0.4027
export IMPL_grt_use_met3=0.1271
export IMPL_vdd_drop_max_mv=0.09446
export IMPL_drtIter0Drc=1220
export IMPL_drt_wl_total_mm=153.7
export IMPL_ys_warn_count=2
export IMPL_finalClockSkew_ns=0.01233
export IMPL_p_leak_nw=35.14
export IMPL_areaGrowthSynthToFinish_pct=7.566
export IMPL_largest_register_ffs=320
export IMPL_dpl_hpwl_mm=139.8
export IMPL_status="finished, final reports clean"
export IMPL_cp_num_cells=40
export IMPL_use_met2=0.3498
export IMPL_slew_violations=0
export IMPL_drcViolationCount=0
[where the power goes]
part           switching (mW)  internal [mW]  leakage (nW)
clock                   0.326          0.548         0.862
sequential            0.00840          0.582          2.59
combinational           0.710          0.587          31.7
total                    1.04           1.72          35.1
[worst register-to-register path: cells and delay by family (launching register included)]
kind	cells	cell delay, ns
flip-flops	1	0.43
buffers and inverters	2	0.57
AND/OR/NAND/NOR	1	0.40
[cells in the final DEF (no fill, tap or decap), types with 20 or more instances in the layout]
cell type / instances
inv_1: 1774
fa_1: 1374
ha_1: 996
dfxtp_1: 320
nor2b_1: 239
nor2_1: 214
xnor2_1: 133
a21oi_1: 106
o21ai_0: 64
xor2_1: 60
nand2_1: 59
clkbuf_16: 49
nor3_1: 48
clkdlybuf4s50_1: 32
nand3_1: 31
a21o_1: 31
nand2b_1: 26
o21a_1: 26
or3_1: 23
and3_1: 20
[final cells by class]
type,instances,area (um^2)
Timing Repair Buffer,47,452.9
Tap cell,2030,2540
Multi-Input combinational cell,3644,47880
Inverter,1774,6659
Clock buffer,56,1292
Antenna cell,3,7.507
Clock inverter,30,471.7
Sequential cell,320,6406
Fill cell,14360,86010
[logic make-up (layout without fill, tap and decap cells)]
logic type	Yosys count	after routing	share of synthesized area
flip-flops	320	320	0.1049
other	0	3	0
multiplexers	8	8	0.001352
AND/OR/NAND/NOR	710	710	0.06048
XOR/XNOR	194	194	0.02804
adder cells (fa/ha/maj)	2370	2370	0.6542
AND-OR/OR-AND	362	362	0.03971
buffers and inverters	1812	1907	0.1113
[through the flow]
stage                     worst slack (ns)  utilization  hold WS, ns  area (um^2)
after global placement               5.407       0.4214       0.4590        63940
after detailed placement             5.438       0.4214       0.4620        63940
after global routing                 4.026       0.4331       0.4803        65710
after floorplan                      6.980            -       0.4422        61090
final                                4.864       0.4331       0.4688        65710
after CTS                            4.723       0.4331       0.4698        65710
[layer usage]
metal,up-vias,part of all wire
met5,-,0.00076
met4,2,0.027
met3,138,0.13
met2,847,0.47
met1,18180,0.38
li1,17430,-
[worst min-delay path by stage]
| stage | startpoint | end | depth (start not counted) |
|---|---|---|---|
| 4_1_cts | R[1][0] | R[0][0] | 1 |
| 5_1_grt | R[1][7] | R[0][7] | 1 |
| 6_report | R[1][0] | R[0][0] | 1 |
Power and IR drop assume default switching activity.
